===== config.mk =====
export PLATFORM = sky130hd
export DESIGN_NAME = timer
export DESIGN_NICKNAME = timer
export VERILOG_FILES = /design/flow/design.v
export SDC_FILE = /design/flow/constraint.sdc
export NUM_CORES = 4
export LEC_CHECK = 1
export CORE_UTILIZATION = 30

===== constraint.sdc =====
current_design timer

set clk_period 4.8
set clk_io_pct 0.2

create_clock -name clk0 -period $clk_period [get_ports {i_CLK}]

set non_clock_inputs [all_inputs -no_clocks]
set_input_delay [expr $clk_period * $clk_io_pct] -clock clk0 $non_clock_inputs
set_output_delay [expr $clk_period * $clk_io_pct] -clock clk0 [all_outputs]

===== design.v =====
module timer #(
    parameter SYS_FREQ = 32'd12_000_000
)(
    input  wire         i_CLK,
    input  wire         i_RSTn,
    input  wire         i_CE, 
    input  wire         i_WE,
    input  wire [31:0]  i_WDATA,
    input  wire         i_REQ,
    output wire         o_GNT,
    output wire         o_IRQ
);
reg [31:0]  cycles;
reg [31:0]  interval;
reg         irq;
reg         gnt;
wire trigger    = ( (cycles == interval) && (interval != 0) );
always @(posedge i_CLK) begin
    if (~i_RSTn) begin
        cycles  <= 32'd0;
        irq     <= 1'b0;
    end
    else begin
        irq     <= ( trigger );
        cycles  <= ( (trigger) || (interval == 0) )? 32'd0 : cycles + 32'd1;
    end
end
always @(posedge i_CLK) begin
    if (~i_RSTn) begin
        interval    <= 32'd0;
    end
    else if (i_WE & i_REQ & i_CE) begin
        interval  <=  i_WDATA;
    end
end
assign o_IRQ    = irq;
assign o_GNT    = i_REQ & i_CE;
endmodule

===== run.sh =====
#!/bin/bash
# OpenROAD 26Q1-2900-gdf79404cd8, Yosys 0.63+post, stock flow scripts
make -C /OpenROAD-flow-scripts/flow DESIGN_CONFIG=/design/flow/config.mk WORK_HOME=/design/flow/orfs finish

==> impl_metrics.yaml <==
# generated from flow reports
status:
  status: "complete, no violations"
power_and_ir_drop:
  p_switching_mw: 0.3189
  irDropWorstVdd_uv: 121.9
  powerDensity_nw_per_um2: 291.1
  p_int_mw: 0.8198
  combPwrFrac: 0.156
  seq_power_share: 0.501
  sw_frac_of_total: 0.2801
  clockPowerShare: 0.344
  p_leak_nw: 1.135
sta:
  layout_min_cycle_time_ns: 2.973
  fin_tns_setup_ns: 0
  setup_viol_count_final: 0
  drv_slew: 0
  rsz0062_at_grt: "no"
  period_used_share: 0.6194
  slew_headroom: 0.4356
  tightest_slew_ns: 0.8465
  finalHoldViolCount: 0
  fmax_mhz: 336.4
  finClkSkew_ns: 0.006743
layout:
  design_area_sq_um: 3913
  final_cells: 541
  fillers: 1070
  area_growth_syn_to_layout_pct: 20.13
  drive_above_1_share: 0.07407
grt:
  grtUsageMet2: 0.2101
  grt_max_degree: 35
  grt_pass1_vias: 2583
  grt_first_pass_wirelength_microns: 13050
  grt-ovfl-total: 0
  busiest_layer: "met1"
  antenna_found_initial: 0
  met3_usage: 0.02001
  grt_use_total: 0.1453
  met1_usage: 0.2292
yosys:
  synthArstFlopShare: 0
  ys_area_sq_um: 3257
  synth-cells-yosys: 376
  syn_avg_cell_area_sq_um: 8.662
  edf_count: 0
  ys_types: 29
  yosysWarnings: 1
  synth_flops: 65
  synth-seq-area-share: 0.3995
  netlist_area_sq_um: 3257
  synthFlopType: "dfxtp_1"
  synthCells: 376
routing:
  vias: 2829
  antenna_left: 0
  wl_microns: 7736
  drc: 0
  drt-vias-per-instance: 5.229
  n_antenna_cell: 0
  drtIter0Drc: 188
  dr.pass1.iters: 4
  wire_per_inst_microns: 14.30
job:
  maxCapViolCount: 0
  warnings: 25
clocking:
  cts-resized-gates: 0
  clock.latency.late_pin_ns: 0.34
  cts_root_buffer: "clkbuf_8"
  clockBufferDepth: 2
  clk_pin_slew_ns: 0.06
  h-tree-depth: 3
  numCtsBuffers: 9
  hold_buffers: 0
  post-cts-setup-buffers: 0
  cts_tree: "yes"
  clock-sinks: 65
die:
  row_count: 37
  io_pins: 39
  die_h_microns: 106.2
  floorplanUtilization: 0.3127
  core_sq_um: 10420
  die_area_sq_um: 11280
  die_x_microns: 106.2
worst_setup_path:
  cp-end-kind: "output pin"
  crit_type: "in2out"
  crit_arrival_ns: 2.01
  cp-start-kind: "input port"
  crit_required_ns: 3.84
  cp_max_fo: 2
place:
  io_buffers: 38
  placed_cells: 526
  hpwlAfterDp_microns: 5394
  placed_cell_area_sq_um: 3751
  gp_congestion: 0.9307
min_path:
  min_path_type: "reg2reg"
==> metrics by stage <==
stage	utilization	total power, mW	hold WS [ns]	setup WS [ns]
final	0.3756	1.139	0.4932	1.827
after global routing	0.3756	1.191	0.5217	1.764
after CTS	0.3756	1.152	0.4968	1.817
after detailed placement	0.3601	0.7588	0.4891	1.828
after global placement	0.3601	0.7581	0.4864	1.818
after floorplan	-	0.6839	0.4688	2.713
==> critical path, cell delays in order <==
cell	delay (ns)
clkdlybuf4s50_1	0.46
and2_1	0.14
clkdlybuf4s50_1	0.46
==> layout make-up <==
| type | instances | area (sq um) | share of cell area |
|---|---|---|---|
| repair buffers | 44 | 425.4 | 0.1087 |
| well taps | 136 | 170.2 | 0.04349 |
| clock buffers | 11 | 141.4 | 0.03614 |
| clock inverters | 4 | 20.02 | 0.005117 |
| inverters | 2 | 7.507 | 0.001919 |
| multi-input cells | 279 | 1847 | 0.4720 |
| flip-flops and latches | 65 | 1301 | 0.3326 |
==> layer usage <==
metal	vias to the layer above	share of wire
met2	79	0.43
met1	1294	0.49
li1	1439	-
met3	17	0.049
met5	-	0
met4	0	0.031
==> cells in the final DEF (no fill, tap or decap), types with 13 or more instances in the layout <==
cell type / n
a211oi_1: 14
a21boi_0: 32
a221oi_1: 14
or4_1: 13
xnor2_1: 36
nand2_1: 75
clkdlybuf4s50_1: 38
nand4_1: 18
dfxtp_1: 65
nand3_1: 13
==> power by group through the flow <==
stage	sequential (mW)	clock [mW]	combinational, mW
after CTS	0.570	0.404	0.178
after global routing	0.573	0.427	0.191
final	0.570	0.391	0.177
==> cells in the mapped netlist, types with 8 or more instances <==
cell	instances	area, sq um
nand2_1	75	281.5
a221oi_1	14	122.6
a211oi_1	14	105.1
clkbuf_1	26	97.59
or4_1	13	97.59
nand4_1	18	112.6
xor2_1	8	70.07
xnor2_1	36	315.3
nor4_1	12	75.07
o31ai_1	12	90.09
a21boi_0	32	240.2
dfxtp_1	65	1301
nand3_1	13	65.06
==> sequential cells by signal (all words and copies together) (netlist names) <==
name,cells
irq,1
cycles,32
interval,32
==> final timing paths <==
path | from | cells past startpoint | slack, ns | end
hold / removal | interval[16]$_SDFFE_PN0P_ | 2 | 0.49 | interval[16]$_SDFFE_PN0P_
setup / recovery | i_CE | 3 | 1.83 | o_GNT
hold reg to reg | interval[16]$_SDFFE_PN0P_ | 2 | 0.49 | interval[16]$_SDFFE_PN0P_
setup reg to reg | cycles[9]$_SDFF_PP0_ | 4 | 2.43 | cycles[19]$_SDFF_PP0_
==> logic make-up after synthesis <==
kind of cell,Yosys count,synth area share
adder cells (fa/ha/maj),1,0.003841
buffers and inverters,32,0.03842
AND/OR/NAND/NOR,150,0.2359
AND-OR/OR-AND,84,0.2040
flip-flops,65,0.3995
XOR/XNOR,44,0.1183
Power is estimated from default activity; no workload was simulated.
