==> flow/design.v <==
module fetch (
    input   wire        i_CLK,
    input   wire        i_RSTn,
    input   wire        i_EN,
    input   wire [7:0]  i_CORE_STATE,
    input   wire        i_INSTRUCTION_GNT,
    input   wire [31:0] i_INSTRUCTION,
    input   wire        i_INSTRUCTION_FETCH_NEXT,
    output  wire        o_INSTRUCTION_REQ,
    output  wire [31:0] o_INSTRUCTION,
    output  wire        o_INSTRUCTION_VALID
);
localparam [31:0] NOOP  =  32'h00000013;
wire valid = o_INSTRUCTION_REQ & i_INSTRUCTION_GNT;
assign o_INSTRUCTION_REQ   = i_INSTRUCTION_FETCH_NEXT;
assign o_INSTRUCTION_VALID = valid;
assign o_INSTRUCTION       = valid? i_INSTRUCTION : NOOP;
endmodule
==> flow/run.sh <==
#!/bin/bash
# OpenROAD 26Q1-2900-gdf79404cd8, Yosys 0.63+post, stock flow scripts
make -C /OpenROAD-flow-scripts/flow DESIGN_CONFIG=/design/flow/config.mk WORK_HOME=/design/flow/orfs finish
==> flow/config.mk <==
export PLATFORM = sky130hd
export DESIGN_NAME = fetch
export DESIGN_NICKNAME = fetch
export VERILOG_FILES = /design/flow/design.v
export SDC_FILE = /design/flow/constraint.sdc
export NUM_CORES = 4
export LEC_CHECK = 1
export CORE_AREA = 10 10 70 70
export DIE_AREA = 0 0 80 80
==> flow/constraint.sdc <==
current_design fetch

set clk_period 1.0
set clk_io_pct 0.2

create_clock -name clk0 -period $clk_period

set non_clock_inputs [all_inputs -no_clocks]
set_input_delay [expr $clk_period * $clk_io_pct] -clock clk0 $non_clock_inputs
set_output_delay [expr $clk_period * $clk_io_pct] -clock clk0 [all_outputs]
==> impl_metrics.tcl <==
# implementation run metrics
set metrics [dict create \
    status "finished with violations" \
    violations "setup timing" \
    drive_above_1_share 0.514 \
    ys_area_um2 272 \
    fin_area_um2 981 \
    critPathBufInv 4 \
    ff_count 0 \
    grt_first_pass_wirelength_um 3740 \
    die_h_um 80 \
    critPathLaunchType "input pin" \
    ys_seq_frac 0 \
    place.gp.congestion 0.782 \
    top_area_frac 0.599 \
    grt-ovfl-total 0 \
    drv_cap 0 \
    cp_cell_sequence "buf_8, buf_6, buf_6, and3_4, buf_6" \
    crit_type "input pin to output port" \
    hp-class "input pin to output port" \
    placed_area_um2 983 \
    drc 0 \
    flop_area_um2 0 \
    log.warning_count 45 \
    grt_usage 0.0704 \
    rows 21 \
    power_density_mw_per_mm2 298 \
    worstPathMaxFanout 7 \
    slowest_delay_ns 0.17 \
    most_common_cell "and3_1" \
    crit_arrival_ns 0.81 \
    drt_iter0_markers 7 \
    hold_slack_ns 0.757 \
    synth_top_cell_by_area "and3_1" \
    vias 582 \
    maxSlewViolCount 0 \
    hold_viol 0 \
    pin_count 79 \
    min_period_ns 1.01 \
    syn_to_final_growth_pct 261 \
    die_w_um 80 \
    ys_warn_count 0 \
    rsz0062_at_grt "true" \
    finalCritPeriodShare 1.01 \
    worst-slew-pin-transition_ns 0.0903 \
    wirelength_um 2390 \
    peakVddDrop_mv 0.0669 \
    ys_cells 40 \
    initial_core_util 0.0795 \
    setup_violations 7 \
    synth_cell_types 7 \
    wl_per_cell_um 15.2 \
    chipArea_mm2 0.00640 \
    detailed_place_hpwl_um 1760 \
    crit_path_end_kind "output port" \
    antenna_found_initial 0 \
    synth.cell_area_um2 272 \
    core_mm2 0.00342 \
    port_buffers 68 \
    utilization 0.287 \
    synth.area.top_cells "and3_1, buf_6, and3_2, nand3b_1, buf_2" \
    slew_headroom 0.940 \
    slowest_stage "and3_4" \
    netlist_top_cells_count "and3_1, and3_2, buf_2, buf_6, nand3b_1" \
    cpMostUsedCell "buf_6" \
    drtAntennaViolNets 0 \
    synth.avg_cell_area_um2 6.79 \
    worst_slack_ns -0.0141 \
    viasPerCell 3.71 \
    antenna-diode-count 0 \
    grt_pass1_vias 673 \
    grt_max_degree 9 \
    critical-path-top-delay-family "buffers and inverters" \
    worstPathRequired_ns 0.80 \
    p_leak_uw 0.000576 \
    first_pass_iters 4 \
    max_freq_mhz 986 \
    syn_inst 40 \
    nClkBuffers 0 \
]
==> stage by stage <==
stage / setup TNS (ns) / cells / power [uW] / setup slack (ns)
2_1_floorplan: 0 / 40 / 61.5 / 0.319
3_3_place_gp: -23.08 / 151 / 302 / -0.710
3_5_place_dp: -23.66 / 151 / 306 / -0.727
4_1_cts: -0.324 / 159 / 303 / -0.0335
5_1_grt: -0.270 / 157 / 322 / -0.0731
6_report: -0.0557 / 157 / 292 / -0.0141
==> kinds of logic after synthesis <==
group | synth area share
AND/OR/NAND/NOR | 0.793
buffers and inverters | 0.207
==> path summary, 6_finish.rpt <==
path | startpoint | to | cells past startpoint
worst min-delay path | i_INSTRUCTION[0] | o_INSTRUCTION[0] | 3
worst max-delay path | i_INSTRUCTION_FETCH_NEXT | o_INSTRUCTION[5] | 5
==> where the power goes <==
part / leakage [uW] / switching, uW / internal, uW
logic: 0.000576 / 85.5 / 206
registers: 0 / 0 / 0
clock network: 0 / 0 / 0
==> cells in the final DEF, fill, tap and decap left out, drive strengths merged <==
cell type      synthesis  routed
buf                    7      44
and2                   1       1
and3                  29      29
dlygate4sd2            0      33
clkdlybuf4s15          0       1
nand3b                 3       3
==> cell type report <==
class / count / area, um^2
Multi-Input combinational cell: 33 / 272
Fill cell: 378 / 2430
Timing Repair Buffer: 78 / 652
Tap cell: 46 / 57.6
==> routing by layer <==
layer	GRT usage	up-vias	routed length (um)
li1	-	288	-
met1	0.0857	261	972
met2	0.128	33	1230
met3	0.0182	0	192
met4	0	0	0
met5	0	-	0
==> repair_timing <==
action | in CTS | in global routing
setup endpoints to repair | 34 | 22
gates resized | 176 | 2
setup buffers | 4 | 0
hold buffers | 0 | 0
pin swaps | 29 | 0
cloned | 4 | 0
Power is estimated from default activity; no workload was simulated.
